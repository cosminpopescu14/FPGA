===== config.mk =====
export PLATFORM = sky130hd
export DESIGN_NAME = rs232_final
export DESIGN_NICKNAME = rs232_final
export VERILOG_FILES = /design/flow/design.v
export SDC_FILE = /design/flow/constraint.sdc
export NUM_CORES = 4
export LEC_CHECK = 1
export CORE_UTILIZATION = 40

===== constraint.sdc =====
current_design rs232_final

set clk_period 3.7
set clk_io_pct 0.2

create_clock -name clk0 -period $clk_period [get_ports {clk}]

set non_clock_inputs [all_inputs -no_clocks]
set_input_delay [expr $clk_period * $clk_io_pct] -clock clk0 $non_clock_inputs
set_output_delay [expr $clk_period * $clk_io_pct] -clock clk0 [all_outputs]

===== design.v =====
`timescale 1ns / 1ps
module rs232_transmit(
		input clk,
		input start ,
		input [7 : 0] data,
		output  ser,
		output done
);
		reg [13:0] clockdiv = 0;  
		always @ (posedge clk) begin
				if (clockdiv == 10950)
					 clockdiv <= 0;
				else
						clockdiv <= clockdiv + 1;
	 end
wire serclock = (clockdiv == 0);
reg [3:0] state;
always @(posedge clk)
begin
   case (state)
        4'b0000: if (start) state <= 4'b0001;
        4'b0001: if (serclock) state <= 4'b0010;     
        4'b0010: if (serclock) state <= 4'b0011;     
        4'b0011: if (serclock) state <= 4'b0100;     
        4'b0100: if (serclock) state <= 4'b0101;     
        4'b0101: if (serclock) state <= 4'b0110;     
        4'b0110: if (serclock) state <= 4'b0111;     
        4'b0111: if (serclock) state <= 4'b1000;     
        4'b1000: if (serclock) state <= 4'b1001;     
        4'b1001: if (serclock) state <= 4'b1010;    
        4'b1010: if (serclock) state <= 4'b0000;     
        default: state <= 4'b0000;                   
    endcase
end
assign done = (state==4'b1010 & serclock == 1) ? 1:0;
reg outbit;
always @(posedge clk)
begin
    case (state)
         4'b0000: outbit <= 1;               
         4'b0001: outbit <= 0;               
         4'b0010: outbit <= data[0];         
         4'b0011: outbit <= data[1];         
         4'b0100: outbit <= data[2];         
         4'b0101: outbit <= data[3];         
         4'b0110: outbit <= data[4];         
         4'b0111: outbit <= data[5];         
         4'b1000: outbit <= data[6];         
         4'b1001: outbit <= data[7];         
         4'b1010: outbit <= 1;           
         default: outbit <= 1;           
    endcase
end
assign ser = outbit;
endmodule
`timescale 1ns / 1ps
module rs232_final(
			input clk,
			input [7:0]data_transmit,
			input start_transmit,
			input serial_in,
			output serial_out,	
			output [7:0]data_receive,
			output valid,
			output transmit_done
    );
rs232_transmit T(
		.clk(clk),
		.data(data_transmit),
		.start(start_transmit),
		.ser(serial_out),
	   .done(transmit_done)
); 
rs232_receive RX(
	.clk(clk),
	.serial_in(serial_in),
	.serial_out(data_receive),
	.valid(valid)
);
endmodule
`timescale 1ns / 1ps
module rs232_receive(
    input clk,
	 input serial_in,
	 output reg [7:0]serial_out,
	 output valid
	 );
reg [3:0]state;
reg a;
wire detect_start;
	always @(posedge clk) begin
a<=serial_in;
	end
 assign detect_start=a&~(serial_in);
	reg [14:0] q = 0; 
	always @(posedge clk)
	case(state)
  4'b0000: if(detect_start)  begin
  state <= 4'b1000;  
  q <=15625;
   end
	else
	q<=q-1;
  4'b1000: if(q==0) begin
	state <= 4'b1001;  
	q<=10416;
	serial_out[0]<=serial_in;
  end
  else
  q<=q-1;
 4'b1001: if(q==0) begin
  state <= 4'b1010;  
  q<=10416;
  serial_out[1]<=serial_in;
  end
  else 
  q<=q-1;
  4'b1010: if(q==0) begin
  state <= 4'b1011;  
  q<=10416;
  serial_out[2]<=serial_in;
  end
  else
  q<=q-1;
  4'b1011: if(q==0) begin
  state <= 4'b1100;  
  q<=10416;
  serial_out[3]<=serial_in;
  end
  else
  q<=q-1;
	4'b1100: if(q==0) begin 
	state <= 4'b1101;  
	q<=10416;
	serial_out[4]<=serial_in;
  end
  else
  q<=q-1;
  4'b1101: if(q==0) begin
  state <= 4'b1110;  
  q<=10416;
  serial_out[5]<=serial_in;
 end
 else
 q<=q-1;
  4'b1110: if(q==0) begin
  state <= 4'b1111;  
  q<=10416;
  serial_out[6]<=serial_in;
  end
  else
  q<=q-1;
 4'b1111: if(q==0) begin
  state <= 4'b0001;  
  q<=10416;
  serial_out[7]<=serial_in;
  end
  else
  q<=q-1;
  4'b0001: if(q==0) begin
  state <= 4'b0000;  
  q<=15625;
  end
  else
  q<=q-1;
 default: state <= 4'b0000;
	endcase
assign valid=(state==4'b0001 & q==0) ? 1:0;
	endmodule

===== run.sh =====
#!/bin/bash
# OpenROAD 26Q1-2900-gdf79404cd8, Yosys 0.63+post, stock flow scripts
make -C /OpenROAD-flow-scripts/flow DESIGN_CONFIG=/design/flow/config.mk WORK_HOME=/design/flow/orfs finish

==> out/metrics.cfg <==
[outcome]
status = completed

[die]
ios = 22
row_count = 27
initial_utilization_pct = 42.7
die_w_um = 79.6
dieArea_mm2 = 0.00633
core-area_mm2 = 0.00564
die_h_um = 79.6

[clocking]
insertion_delay_ns = 0.30
clk_pin_slew_ns = 0.09
htreeDepth = 2
cts_max_path_buffers = 2
numCtsBuffers = 5
cts-root-buf = clkbuf_8
cts-resized-gates = 0
cts_hold_buf = 0
cts_sinks = 47
cts_tree = yes
cts_setup_buffers = 0

[power]
leakage_uw = 0.000908
p_sw_uw = 614
p_clk_share_pct = 20.5
ir_drop_v = 0.000259
p_sw_share_pct = 33.9
seqPwrFrac_pct = 53.4
p_comb_share_pct = 26.2
power-per-cell-area_mw_per_mm2 = 657
power.internal_uw = 1200

[grt]
grt_max_degree = 17
overflow = 0
grt_first_pass_wirelength_um = 6810
antenna_found_initial = 0
grt.total_usage_pct = 13.9
grt_pass1_vias = 1473

[detailed_routing]
drt_pass1_iterations = 4
avgViaCountPerCell = 5.07
wl_um = 3900
vias = 1618
n_antenna_cell = 0
ant_nets = 0
drtIter0Drc = 76
drcViolationCount = 0
detail_route.wl_per_cell_um = 12.2

[sta]
finalSetupViolCount = 0
fin_setup_tns_ns = 0
slew_headroom_pct = 47.9
finalCritPeriodShare_pct = 81.0
clock.fmax_ghz = 0.334
hold_violations = 0
finClkSkew_ns = 0.00411
rsz0062_at_grt = no
slew_violations = 0
hold_slack_ns = 0.483
tightestPinTransition_ns = 0.780
period_minus_slack_ns = 3.00

[synth]
synthFlopType = edfxtp_1
synthTopCellsByCount = 31 x edfxtp_1, 25 x nor2_1, 16 x dfxtp_1, 15 x nand2_1, 14 x xnor2_1
yosys_warnings = 2
ys_cells = 229
yosys-stat-area_mm2 = 0.00241
edf_count = 31
syn_inst = 229
top_cells_by_area = edfxtp_1 39%, dfxtp_1 13%, xnor2_1 5.1%, xor2_1 4.4%, nor2_1 3.9%
synth_top_area_share_pct = 38.7
synth_async_sr_flop_share_pct = 0
synth_area_mm2 = 0.00241
postSynthAreaPerCell_um2 = 10.5
yosysTopAreaCell = edfxtp_1
seq_area_frac_synth_pct = 52.0
synth.most_common_cell = edfxtp_1
ys_ff = 47
yosys.cell_types.count = 44

[setup_path]
r2r_cells = 6
crit_path_end_kind = primary output
worstPathMaxFanout = 6
cp.required_ns = 2.96
rrSetupSlack_ns = 1.54
start_kind = flip-flop
cp.arrival_ns = 2.26
crit_type = flip-flop to primary output

[worst_hold_path]
hold_depth = 1
hold_class = flip-flop to flip-flop

[final_layout]
regArea_mm2 = 0.00125
fill_cells = 515
area_growth_syn_to_layout_pct = 14.6
logic_area_mm2 = 0.00106
drive_gt1_share_pct = 6.88

[placement]
dpl.hpwl_um = 2690
numPortBuffers = 21
gp_congestion = 0.800

[job]
cap_violations = 0
warnings = 28

## kinds of logic after synthesis
logic type	after synthesis	share of synthesized area (%)
AOI/OAI and AO/OA	25	6.18
xor gates and xnor gates	26	9.46
adders and majority gates	5	2.60
buffers and inverters	21	3.90
DFF	47	52.0
muxes	3	1.82
and+or+nand+nor	102	24.1
## worst max-delay path: stages (launching register included)
cell             delay (ns)
edfxtp_1               0.44
inv_1                  0.12
ha_1                   0.14
nor4b_1                0.22
and4_1                 0.32
nor3b_1                0.23
clkdlybuf4s50_1        0.50
## routing by layer
metal  routed length (µm)  track usage, %
met1                 2020            22.3
met2                 1680            20.9
met3                  159            2.78
met4                   42            1.64
met5                    0               0
## final timing paths
path / startpoint / end
setup / recovery: RX.q[0] / valid
hold / removal: T.clockdiv[0] / T.clockdiv[0]
setup reg to reg: RX.q[0] / RX.serial_out[5]
hold reg to reg: T.clockdiv[0] / T.clockdiv[0]
## layout by cell type (no fill, tap or decap), types with 7 or more instances in the layout
cell type / synthesis / routed
nor4_1: 7 / 7
nor3_1: 13 / 13
nor2_1: 25 / 25
dfxtp_1: 16 / 16
a21oi_1: 8 / 8
nand3_1: 7 / 7
xnor2_1: 14 / 14
edfxtp_1: 31 / 31
xor2_1: 12 / 12
clkdlybuf4s50_1: 0 / 21
inv_1: 10 / 10
nand2_1: 15 / 15
## sequential cells by signal (all words and copies together) (netlist names)
name / flops
RX.a: 1
RX.q: 15
RX.serial_out: 8
RX.state: 4
T.clockdiv: 14
T.outbit: 1
T.state: 4
## power by group through the flow
stage         combinational [µW]  clock [µW]  sequential (µW)
global route                 540         400              994
CTS                          480         383              968
finish                       475         371              968
## stage by stage
step / instances / total power, µW / area [µm²] / util, % / worst slack, ns
6_report: 319 / 1810 / 2760 / 48.9 / 0.702
2_1_floorplan: 229 / 1340 / 2410 / - / 1.74
3_3_place_gp: 311 / 1450 / 2650 / 47.0 / 1.04
4_1_cts: 319 / 1830 / 2760 / 48.9 / 0.687
3_5_place_dp: 311 / 1460 / 2650 / 47.0 / 1.04
5_1_grt: 319 / 1930 / 2760 / 48.9 / 0.484
## layout make-up
type	instances	share of cell area, %
sequential	47	45.4
multi-input combinational	161	38.5
clock inverter	3	1.41
inverter	10	1.36
tap	72	3.27
clock buffer	5	2.49
timing repair buffer	21	7.62
No activity file was given, so power comes from the tool's default toggle rates.
