`/design/flow/run.sh`:
```
#!/bin/bash
# OpenROAD 26Q1-2900-gdf79404cd8, Yosys 0.63+post, stock flow scripts
make -C /OpenROAD-flow-scripts/flow DESIGN_CONFIG=/design/flow/config.mk WORK_HOME=/design/flow/orfs finish
```
`/design/flow/config.mk`:
```
export PLATFORM = sky130hd
export DESIGN_NAME = debounce_module
export DESIGN_NICKNAME = debounce_module
export VERILOG_FILES = /design/flow/design.v
export SDC_FILE = /design/flow/constraint.sdc
export NUM_CORES = 4
export LEC_CHECK = 1
export CORE_AREA = 10 10 101 101
export DIE_AREA = 0 0 111 111
```
`/design/flow/constraint.sdc`:
```
current_design debounce_module

set clk_period 3.8
set clk_io_pct 0.2

create_clock -name clk0 -period $clk_period [get_ports {clk}]

set non_clock_inputs [all_inputs -no_clocks]
set_input_delay [expr $clk_period * $clk_io_pct] -clock clk0 $non_clock_inputs
set_output_delay [expr $clk_period * $clk_io_pct] -clock clk0 [all_outputs]
```
`/design/flow/design.v`:
```
`timescale 1ns / 1ps
module debounce_module(
   output o,
	input clk,
	input in
);
parameter limit = 20'd650000;
reg [19:0] counter;
reg hit;
assign o = (counter == limit);
always@(posedge clk) begin
        if(!in) begin
		counter <= 0;
		hit <= 0;        
        end else if(counter == limit) begin
		hit <= 1;
		counter <= counter + 1;
	end else if(in & !hit) begin
		counter <= counter + 1;
	end
end
endmodule
```
==> results.ini <==
[timing]
fmax_ghz=0.351
drv_slew=0
final_hold_viol_count=0
rsz0062_at_grt=no
min_period_ns=2.85
fin_skew_ns=0.00443
slew_headroom_pct=60.8
fin_tns_setup_ns=0
fin_crit_sh_pct=75.0
worstMarginPinSlew_ns=0.584
setup_viol=0

[global_routing]
busiest_layer=met2
track_usage_pct=2.85
use_met2_pct=4.28
grt_pass1_vias=712
globalRouteMet1Util_pct=4.00
grt.met3_usage_pct=0.985
grt_pass1_wl_um=3130
antenna_found_initial=0
grt-ovfl-total=0
grt_max_degree=14

[worst_setup_path]
crit_arrival_ns=2.09
end_kind=output port
r2r_cells=5
crit_path_start_kind=flip-flop
crit_type=flip-flop to output port
cp_data_required_time_ns=3.04
reg2reg_from=counter[3]$_SDFFE_PN0P_
r2r_slack_ns=2.03
r2r-end=counter[17]$_SDFFE_PN0P_
path_max_fanout=5

[clock_network]
htreeDepth=1
post_cts_resize_count=0
clkLatencyLatePin_ns=0.26
cts_hold_buf=0
cts.sinks=21
cts_tree=yes
clockBufferDepth=2
cts_buffers=3
path_clk_slew_ns=0.08
root_buffer=clkbuf_8
post-cts-setup-buffers=0

[synth]
synth_area_um2=1040
avgSynthCellArea_um2=9.45
syn-instance-count=110
ys_cells=110
yosysWarnings=1
postSynthSeqShare_pct=40.4
ys_ff=21
ys_area_um2=1040
yosysUniqueCellTypes=28

[layout]
final_area_um2=1240
final_common_cell=dfxtp_1
mostFrequentLayoutCells=dfxtp_1, and2_1, nand3_1, xnor2_1, nand2_1
syn2layout_area_growth_pct=18.9
drive_gt1_share_pct=7.83

[detailed_routing]
drt_wl_total_um=1770
first_iter_violations=27
firstDrtPassIters=4
viasPerCell=3.33
antenna-diode-count=0
vias=732
drtAntennaViolNets=0
drcViolationCount=0
wl_per_cell_um=8.02

[power]
ir_drop_mv=0.0918
power_density_nw_per_um2=311
p_leak_nw=0.450

[min_path]
min_to=counter[4]$_SDFFE_PN0P_
hp-start=counter[4]$_SDFFE_PN0P_
hp-class=flip-flop to flip-flop
hold_depth=1

[floorplan]
fp_util_pct=12.8
die_h_um=111
die_area_um2=12300
die_w_um=111
rows=33
core_um2=8130
boundaryPins=3

[job]
cap_violations=0
log.warning_count=26

[placed_design]
placed_area_um2=1190
portBuffers=2
place_congestion=0.780
hpwl_um=1290

[outcome]
outcome=finished clean

-- cell type report --
cell class	count	area, µm²
sequential	21	420
multi-input combinational	85	604
tap	105	131
fill	908	6900
clock buffer	4	45.0
timing repair buffer	3	27.5
inverter	2	7.51
-- worst max-delay path by stage --
stage / to / slack, ns / depth (start not counted) / startpoint
CTS: o / 0.91 / 4 / counter[8]$_SDFFE_PN0P_
global route: o / 0.84 / 4 / counter[8]$_SDFFE_PN0P_
finish: o / 0.95 / 4 / counter[8]$_SDFFE_PN0P_
-- cells by family (layout without fill, tap and decap cells) --
kind of cell	count (synthesis)	count (layout)	synth area share, %
XOR/XNOR	16	16	13.5
flip-flops	21	21	40.4
buffers and inverters	4	9	1.44
adder cells (fa/ha/maj)	2	2	2.41
AND-OR/OR-AND	4	4	4.21
multiplexers	3	3	2.89
AND/OR/NAND/NOR	60	60	35.1
-- synth_stat cells, drive strengths merged --
library cell  count  area (µm²)
o211ai            1        7.51
nand4b            1        8.76
clkbuf            2        7.51
nor4b             1        8.76
mux2i             3        30.0
inv               2        7.51
nor3b             1        7.51
nand3            11        55.1
and2             16         100
nand2b            1        6.26
o31ai             2        28.8
xor2              6        52.6
xnor2            10        87.6
nor2b             1        6.26
nor2              3        11.3
dfxtp            21         420
or4               1        11.3
ha                2        25.0
and3              5        31.3
nand4             3        25.0
nor3              4        20.0
nand2             9        33.8
nor4              3        40.0
o21a              1        7.51
-- sequential cells by signal, indices dropped and copies added (netlist names) --
signal   count
counter     20
hit          1
-- worst max-delay path, cell delays in order, from the launching register on --
cell	delay, ns
dfxtp_1	0.43
nand4_2	0.14
or4_4	0.53
nor3_1	0.22
clkdlybuf4s50_1	0.52
-- per-layer routing --
metal | vias to the layer above | routed length, µm
li1 | 390 | -
met1 | 333 | 941
met2 | 9 | 747
met3 | 0 | 77
met4 | 0 | 0
met5 | - | 0
-- report_power, final --
part           switching [mW]  leakage [nW]  internal, mW
Clock                  0.0696        0.0228        0.0746
Sequential            0.00207         0.170         0.223
Combinational         0.00864         0.257       0.00653
Total                  0.0803         0.450         0.304
-- metrics by stage --
| stage | hold slack, ns | setup slack [ns] | utilization (%) | power, mW | instances |
|---|---|---|---|---|---|
| after detailed placement | 0.509 | 0.936 | 14.6 | 0.245 | 216 |
| after CTS | 0.527 | 0.912 | 15.2 | 0.391 | 220 |
| after global routing | 0.565 | 0.837 | 15.2 | 0.400 | 220 |
| final | 0.522 | 0.951 | 15.2 | 0.384 | 220 |
| after global placement | 0.496 | 0.961 | 14.6 | 0.245 | 216 |
| after floorplan | 0.461 | 1.91 | - | 0.240 | 110 |
Power is estimated from default activity; no workload was simulated.
