--- run.sh ---
#!/bin/bash
# OpenROAD 26Q1-2900-gdf79404cd8, Yosys 0.63+post, stock flow scripts
make -C /OpenROAD-flow-scripts/flow DESIGN_CONFIG=/design/flow/config.mk WORK_HOME=/design/flow/orfs finish
--- config.mk ---
export PLATFORM = sky130hd
export DESIGN_NAME = ramp
export DESIGN_NICKNAME = ramp
export VERILOG_FILES = /design/flow/design.v
export SDC_FILE = /design/flow/constraint.sdc
export NUM_CORES = 4
export LEC_CHECK = 1
export CORE_AREA = 10 10 70 70
export DIE_AREA = 0 0 80 80
--- constraint.sdc ---
current_design ramp

set clk_period 1.4
set clk_io_pct 0.2

create_clock -name clk0 -period $clk_period [get_ports {CLK}]

set non_clock_inputs [all_inputs -no_clocks]
set_input_delay [expr $clk_period * $clk_io_pct] -clock clk0 $non_clock_inputs
set_output_delay [expr $clk_period * $clk_io_pct] -clock clk0 [all_outputs]
--- design.v ---
`timescale 1ns / 1ps
module intensitateled(
		input CLK,
		input [7:0] p,
		output o
    );
wire [29 : 0] q;
numarator N(
	.CLK(CLK),
	.q(q)
);
assign o = ~(p <  q[7:0]);
endmodule
`timescale 1ns / 1ps
module numarator(
		input CLK,
		output reg [7:0] q
    );
always @ (posedge CLK) begin
			q <= q + 1;
 end
endmodule
`timescale 1ns / 1ps
module ramp(
		output o,
		input CLK
    );
	wire [29:0] q;
	 numarator N (
			.CLK(CLK),
			.q(q)
	 );
	 intensitateled i(
	 .CLK(CLK),
	 .p(q[28:21]),
	  .o(o)
	 );
endmodule
==> reports/summary.json <==
{
  "failed_checks": {"value": "setup timing"},
  "yosys_warnings": {"value": 3},
  "grt_pass1_wl": {"value": 952, "unit": "um"},
  "power.switching_fraction": {"value": 18.5, "unit": "%"},
  "sequential_fraction_of_design_power": {"value": 57.0, "unit": "%"},
  "die_footprint": {"value": 0.00640, "unit": "mm^2"},
  "period_used_share": {"value": 128, "unit": "%"},
  "drtAntennaViolNets": {"value": 0},
  "slowest_stage": {"value": "or4b_4"},
  "grt_remaining_overflow": {"value": 0},
  "chipWidth": {"value": 80, "unit": "um"},
  "postPlaceCellArea": {"value": 433, "unit": "um^2"},
  "cp_max_fo": {"value": 2},
  "timing.setup.tns": {"value": -0.386, "unit": "ns"},
  "ctsRootBufferMaster": {"value": "clkbuf_4"},
  "fmax": {"value": 560, "unit": "MHz"},
  "fp.dieH": {"value": 80, "unit": "um"},
  "slew_viol_final": {"value": 0},
  "synth.cellmix.simpleShare": {"value": 19.7, "unit": "%"},
  "clock_sinks": {"value": 8},
  "worst_path_required_time": {"value": 1.12, "unit": "ns"},
  "place_congestion": {"value": 0.793},
  "fillers": {"value": 397},
  "fin_crit": {"value": 1.79, "unit": "ns"},
  "mux_share": {"value": 0, "unit": "%"},
  "finalWorstSetupSlack": {"value": -0.386, "unit": "ns"},
  "pwr_density_cell": {"value": 864, "unit": "mW/mm^2"},
  "final_layout_size_suffix_gt1_share": {"value": 35.9, "unit": "%"},
  "max_transition_margin": {"value": 88.6, "unit": "%"},
  "routed_wire_length_per_instance": {"value": 5.78, "unit": "um"},
  "drt_iter0_markers": {"value": 0},
  "largest_register_ffs": {"value": 8},
  "cts_tree": {"value": "built"},
  "initCoreUtil": {"value": 8.94, "unit": "%"},
  "synthesis.area": {"value": 305, "unit": "um^2"},
  "final_cell_mix": {"value": "dfxtp_1, buf_4, nand3_1, xnor2_1, clkbuf_4"},
  "detail_route.wirelength": {"value": 491, "unit": "um"},
  "synth_chip_area": {"value": 305, "unit": "um^2"},
  "postSynthRegisterBits": {"value": 8},
  "drv.max_cap_violation_count": {"value": 0},
  "worstPathArrival": {"value": 1.51, "unit": "ns"},
  "max_stage_delay": {"value": 0.47, "unit": "ns"},
  "cts-root-to-sink-buffers": {"value": 2},
  "irDropWorstVdd": {"value": 0.442, "unit": "mV"},
  "cp.buffers_inverters": {"value": 2},
  "ys_types": {"value": 9},
  "yosys.area_share.aoi": {"value": 0, "unit": "%"},
  "place_ws": {"value": -0.517, "unit": "ns"},
  "worst_slew_pin_slew": {"value": 0.170, "unit": "ns"},
  "rsz0062_at_grt": {"value": "true"},
  "multi_input_comb_area": {"value": 150, "unit": "um^2"},
  "synth-xor-area-share": {"value": 17.2, "unit": "%"},
  "logic_family": {"value": "simple AND/OR/NAND/NOR gates"},
  "n_antenna_cell": {"value": 0},
  "drt-pass1-iter-count": {"value": 1},
  "cts.clk_slew.worst_paths": {"value": 0.05, "unit": "ns"},
  "finalSetupViolations": {"value": 1},
  "number_of_antenna_violations_at_the_first_check_in_global_routing": {"value": 0},
  "hold_path_class": {"value": "reg -> reg"},
  "reg.largest.list": {"value": "i.N.q x8"},
  "net-switching-power": {"value": 74.0, "unit": "uW"},
  "grt_start_max_net_pins": {"value": 5},
  "power_frac_clock": {"value": 43.0, "unit": "%"},
  "path_delay_family": {"value": "simple AND/OR/NAND/NOR gates"},
  "cts_htree_levels": {"value": 1},
  "power.static_leakage": {"value": 0.000188, "unit": "uW"},
  "critPathKind": {"value": "reg -> out"},
  "layout_area_growth_over_synthesis": {"value": 51.6, "unit": "%"},
  "core-area": {"value": 0.00342, "unit": "mm^2"},
  "number_of_placed_i_o_pins": {"value": 2},
  "synth_top_cell_by_area": {"value": "dfxtp_1"},
  "warnings": {"value": 28},
  "cts_buffer_count": {"value": 3},
  "vias_per_cell": {"value": 2.53},
  "grt_pass1_vias": {"value": 243},
  "comb_power_share": {"value": 0, "unit": "%"},
  "numPortBuffers": {"value": 1},
  "synth_cells": {"value": 27},
  "num_rows": {"value": 21},
  "setup.worst_path.start_class": {"value": "flop"},
  "ys_cells": {"value": 27},
  "power.internal": {"value": 326, "unit": "uW"},
  "syn_avg_cell_area": {"value": 11.3, "unit": "um^2"},
  "insertion_delay": {"value": 0.25, "unit": "ns"},
  "route.vias.total": {"value": 215},
  "track_usage": {"value": 1.88, "unit": "%"},
  "path_cells": {"value": "inv_1 -> ha_1 -> or4b_4 -> nor4_4 -> buf_2"},
  "largest-register": {"value": "i.N.q"},
  "fin_area": {"value": 463, "unit": "um^2"},
  "post_cts.repair.setup_buffers": {"value": 0},
  "ys_top_cells_by_area": {"value": "dfxtp_1, xnor2_1, ha_1"},
  "synthDominantCellAreaShare": {"value": 52.5, "unit": "%"},
  "end_kind": {"value": "primary output"},
  "fin_worst_skew": {"value": 0.00260, "unit": "ns"},
  "yosys.stat.seqShare": {"value": 52.5, "unit": "%"},
  "flop_area": {"value": 160, "unit": "um^2"},
  "adder_share": {"value": 8.20, "unit": "%"},
  "outcome": {"value": "finished with violations"},
  "remaining_drc_errors": {"value": 0},
  "timing_hold_violations_final": {"value": 0}
}
[Yosys cell counts]
| cell | count |
|---|---|
| or4b_1 | 1 |
| ha_1 | 2 |
| xor2_1 | 1 |
| xnor2_1 | 5 |
| and3_1 | 2 |
| inv_1 | 2 |
| nand3_1 | 5 |
| nor4_2 | 1 |
| dfxtp_1 | 8 |
[power by group through the flow]
stage | logic, uW | clock network, uW | registers, uW
5_1_grt | 0.000110 | 191 | 228
4_1_cts | 0.000104 | 181 | 228
6_report | 0.000110 | 172 | 228
[per-stage QoR]
stage | utilization (%) | instances | hold slack, ns | power [uW]
3_5_place_dp | 12.7 | 82 | 0.387 | 233
5_1_grt | 13.6 | 85 | 0.441 | 418
6_report | 13.6 | 85 | 0.398 | 400
3_3_place_gp | 12.7 | 82 | 0.385 | 233
4_1_cts | 13.3 | 85 | 0.401 | 409
2_1_floorplan | - | 27 | 0.414 | 233
[metal layers]
metal  part of all wire, %  wire length (um)  global-route usage, %
met4                     0                 0                  0.352
met2                    35               173                   2.41
met1                    56               276                   2.48
met5                     0                 0                      0
met3                   8.4                41                   1.36
[final timing paths]
check,startpoint,to,slack [ns],cells past startpoint
worst min-delay path,i.N.q[0],i.N.q[0],0.40,1
worst max-delay path,i.N.q[0],o,-0.39,5
worst min register to register,i.N.q[0],i.N.q[0],0.40,1
worst max register to register,i.N.q[2],i.N.q[7],0.34,4
[layout make-up]
| class | count | area share, % |
|---|---|---|
| sequential | 8 | 34.6 |
| multi-input combinational | 17 | 32.4 |
| timing repair buffer | 9 | 14.1 |
| tap | 46 | 12.4 |
| clock buffer | 3 | 4.86 |
| inverter | 2 | 1.62 |
[cells by family (layout without fill, tap and decap cells)]
family	Yosys count	after routing
adders and majority gates	2	2
xor gates and xnor gates	6	6
and+or+nand+nor	9	9
buffers and inverters	2	14
DFF	8	8
[repair_timing]
item                                    CTS  global route
hold buffers                              0             0
gates resized                             4             1
pin swaps                                 0             0
endpoints found under the setup margin    1             1
Power figures rest on the tool's default switching activity, not on a simulated workload.
